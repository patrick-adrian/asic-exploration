===== config.mk =====
export PLATFORM = sky130hd
export DESIGN_NAME = alu
export DESIGN_NICKNAME = alu
export VERILOG_FILES = /design/flow/design.v
export SDC_FILE = /design/flow/constraint.sdc
export NUM_CORES = 4
export LEC_CHECK = 1
export CORE_AREA = 10 10 75 75
export DIE_AREA = 0 0 85 85

===== constraint.sdc =====
current_design alu

set clk_period 5.6
set clk_io_pct 0.2

create_clock -name clk0 -period $clk_period

set non_clock_inputs [all_inputs -no_clocks]
set_input_delay [expr $clk_period * $clk_io_pct] -clock clk0 $non_clock_inputs
set_output_delay [expr $clk_period * $clk_io_pct] -clock clk0 [all_outputs]

===== design.v =====
module alu (
    input  [7:0] a, b,        
    input  [2:0] op,          
    output reg [7:0] result   
);
always @(*) begin
    case(op)
        3'b000: result = a + b;        
        3'b001: result = a - b;        
        3'b010: result = a & b;        
        3'b011: result = a | b;        
        3'b100: result = a ^ b;        
        3'b101: result = a << 1;       
        3'b110: result = a >> 1;       
        3'b111: result = ~a;           
        default: result = 8'b0;
    endcase
end
endmodule

===== run.sh =====
#!/bin/bash
# OpenROAD 26Q1-2900-gdf79404cd8, Yosys 0.63+post, stock flow scripts
make -C /OpenROAD-flow-scripts/flow DESIGN_CONFIG=/design/flow/config.mk WORK_HOME=/design/flow/orfs finish

==> Changelog: implementation <==
## Implementation

* Hpwl dp at about 2.4 mm
* Hold Path Class: input port to output pin
* Pre-Place Util at 28.9%
* Worst path arrival time at roughly 4 ns
* DRC Markers at 0
* # diodes at 0
* Maximum Capacitance Violations at 0
* GRT overflow at 0
* Highest cell delay on the worst timing path at 0.56 ns
* Final Critical Period at 5.22 ns
* Die Wd at 85 microns
* Drt first pass iters at 5
* Status: finished, final reports clean
* Critical path required time at ~4.5 ns
* Power density over cell area at approximately 97 nW/um^2
* DRT Wirelength at ~3 mm
* Setup bufs post-CTS at 0
* Most frequent logic cell in the layout: clkdlybuf4s50_1
* Seq_cells at 0
* CP Launch Type: input port
* Top delay family on crit path: AND-OR/OR-AND gates
* Core Region at just over 4000 sq um
* Warning total across the stage logs at 41
* # clk buffers at 0
* Mapped Area at ~1200 sq um
* Yosys Chip Area at ~1200 sq um
* Netlist cell types at 37
* Yosys Instances at roughly 160
* CP max-delay cell: clkdlybuf4s50_1
* First-iteration detailed-routing DRC count at between 40 and 50
* Total power at around 140 uW
* Unrepaired setup endpoints after global routing: false
* Final slew viol count at 0
* Max transition margin at between 70% and 80%
* Ratio of cells with drive above 1 in the final layout at between 6 and 7%
* Period utilization at between 90% and 100%
* Crit Path Class: input port to output pin
* Crit end category: output pin
* Max rail drop VDD at 0.0000480 V
* Hold buffer count at CTS at 0
* Antenna Nets Post-Route at 0
* Vias per inst at slightly above 5
* RD Place Congestion at around 0.84
* Port Buffers at 27
* Buffer and inverter count on the worst path at 3
* Final Hold Viols at 0
* Syn_area_per_cell at between 7 and 8 sq um
* Row cnt at 23
* CP Max Fanout at 4
* Die ar. at ~7200 sq um
* Static Leak at about 0.00067 uW
* Reg area at 0 sq um
* Achievable Freq at around 190 MHz
* CP cell instances: clkdlybuf4s50_1 > inv_1 > ha_1 > a31oi_1 > xnor2_1 > ha_1 > a21o_1 > a31o_2 > a21oi_1 > xnor2_1 > a221o_1 > clkdlybuf4s50_1
* # IOs at 27
* Final setup violation count at 0
* Die height at approximately 85 microns
* Ys Warns at 1
* Top Layout Cells: clkdlybuf4s50_1 (27), ha_1 (24), inv_1 (19)
* Vias in the first global route at roughly 1100
* Register area share after synthesis at 0%
* DR WL/cell at ~13 microns
* Mapped Cells at about 160
* Largest net degree at the start of global routing at 30
* First-pass GRT wire length at between 5 and 6 mm
* Initial antenna violation count at 0
* Vias at around 1200
* All-Layer GR Usage at about 8.4%
* Area Growth Syn to Fin at 27.0%
* Sum of negative setup slack at 0 ns
* Worst slew pin tran at 0.410 ns
* PostCTS Resize Cnt at 0
-- through the flow --
stage	cells	util, %	setup WS, ns	hold WS, ns	area, sq um
2_1_floorplan	157	-	1.61	2.46	1170
3_3_place_gp	229	36.7	0.345	3.49	1490
3_5_place_dp	229	36.7	0.376	3.48	1490
4_1_cts	229	36.7	0.357	3.50	1490
5_1_grt	229	36.7	0.153	3.55	1490
6_report	229	36.7	0.377	3.49	1490
-- area by class of cell --
cell class / count / area, sq um
Fill cell: 428 / 2570
Multi-Input combinational cell: 129 / 1060
Timing Repair Buffer: 30 / 293
Inverter: 20 / 75.1
Tap cell: 50 / 62.6
-- routing by layer --
metal / up-vias / share of wire, % / track usage (%)
met3: 2 / 4.5 / 0.867
met4: 0 / 0.17 / 0
met2: 28 / 43 / 13.0
li1: 600 / - / -
met1: 525 / 53 / 12.8
met5: - / 0 / 0
-- power breakdown --
part | total (uW) | switching [uW] | internal (uW)
Sequential | 0 | 0 | 0
Clock | 0 | 0 | 0
Combinational | 145 | 65.7 | 79.3
Total | 145 | 65.7 | 79.3
-- synthesized netlist by cell type (2+ instances only) --
library cell	number	area, sq um
ha_1	24	300
inv_1	19	71.3
a21oi_1	14	70.1
nand2_1	12	45.0
nor2_1	9	33.8
xnor2_1	9	78.8
buf_2	7	35.0
mux2i_1	5	50.1
nand2b_1	5	31.3
o21ai_0	5	25.0
a31oi_1	4	25.0
nor2b_1	4	25.0
o21ai_1	4	20.0
o22ai_1	4	25.0
a21o_1	3	22.5
mux4_2	3	67.6
a221o_1	2	20.0
mux2_1	2	22.5
nand3b_1	2	15.0
o31a_1	2	17.5
xor2_1	2	17.5
-- cells by family after synthesis --
group | after synthesis | share of synthesized area (%)
AND-OR/OR-AND | 45 | 24.5
XOR/XNOR | 12 | 9.62
adder cells (fa/ha/maj) | 25 | 27.4
buffers and inverters | 28 | 9.72
multiplexers | 10 | 12.0
AND/OR/NAND/NOR | 37 | 16.9
-- worst min-delay path: stages --
cell	delay [ns]
clkdlybuf4s50_1	0.46
buf_4	0.26
nand2_1	0.08
o21ai_1	0.05
clkdlybuf4s50_1	0.40
-- path summary, 6_finish.rpt --
kind | from | to | depth (start not counted)
setup / recovery | b[0] | result[7] | 12
hold / removal | op[1] | result[0] | 5
No activity file was given, so power comes from the tool's default toggle rates.
